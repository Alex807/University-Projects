<file path="design/flow/design.v">
module multiply_BRadix4 (
    input [15:0] multiplicand,
    input [15:0] multiplier,
    output reg [31:0] product
);
reg [15:0] a;
reg [32:0] s;
always @(*) begin
    a = multiplicand;
    s = {16'b0,multiplier,1'b0};
    repeat(16) begin
        if (s[1:0] == 2'b01) begin
            s = s + {a,17'b0};  
        end else if (s[1:0] == 2'b10) begin
            s = s - {a,17'b0};
        end
        s = {s[32], s} >> 1;
    end
	product = s[32:1];  
end
endmodule
module multiply_BRadix4_tb;
    reg [15:0] multiplicand, multiplier;
    wire [31:0] product;
    multiply_BRadix4 dut (
        .multiplicand(multiplicand),
        .multiplier(multiplier),
        .product(product)
    );
    initial begin  
        multiplicand = 16'b00000000_00000010; 
        multiplier   = 16'b00000000_00000011;
        #1500;
        $display("\n\nInput: Multiplicand = %d,  Multiplier = %d ", multiplicand, multiplier);
        $display("PRODUS = %d\n\n", product);        
    end
endmodule 
</file>
<file path="design/flow/run.sh">
#!/bin/bash
# OpenROAD 26Q1-2900-gdf79404cd8, Yosys 0.63+post, stock flow scripts
make -C /OpenROAD-flow-scripts/flow DESIGN_CONFIG=/design/flow/config.mk WORK_HOME=/design/flow/orfs finish
</file>
<file path="design/flow/config.mk">
export PLATFORM = sky130hd
export DESIGN_NAME = multiply_BRadix4
export DESIGN_NICKNAME = multiply_BRadix4
export VERILOG_FILES = /design/flow/design.v
export SDC_FILE = /design/flow/constraint.sdc
export NUM_CORES = 4
export LEC_CHECK = 1
export CORE_UTILIZATION = 40
</file>
<file path="design/flow/constraint.sdc">
current_design multiply_BRadix4

set clk_period 40.9
set clk_io_pct 0.2

create_clock -name clk0 -period $clk_period

set non_clock_inputs [all_inputs -no_clocks]
set_input_delay [expr $clk_period * $clk_io_pct] -clock clk0 $non_clock_inputs
set_output_delay [expr $clk_period * $clk_io_pct] -clock clk0 [all_outputs]
</file>
==> deck_impl_summary.md <==
Implementation Results

Outcome
  • Status: complete, no violations

Logic synthesis
  • Post-synthesis sequential area ratio: 0
  • Top cells by count: 440 x a21oi_1, 439 x nor2_1, 436 x ha_1
  • Synth cell types: 105
  • Synth top cell by count: a21oi_1
  • Yosys cell count: 4225
  • Top area cell types: ha_1 20%, a21oi_1 8.0%, o21ai_0 6.0%
  • Synth Instances: 4225
  • Avg Inst Size Synth: 6.51 um2
  • Yosys warns: 1
  • Yosys stat area: 27500 um2
  • Post-synthesis cell area: 27500 um2
  • Synth top area share: 0.198
  • Cell type with the largest total area: ha_1

Min path
  • Worst hold path type: input port to output pin

Layout
  • Clock buffers: 0
  • Register area: 0 um2
  • Area delta synth->final: 42.2%
  • Flops: 0
  • Layout cells sized above 1: 0.307

STA
  • Rel. slew slack: 0.328
  • Fin crit period: 39.89 ns
  • Max Slew Vio Count: 0
  • Maximum clock rate: 0.0251 GHz
  • RSZ-0062 raised after global routing: yes
  • Hold Slack: 17.16 ns
  • Part of the cycle the worst path needs: 0.975
  • Final setup viols: 0
  • Setup TNS Final: 0 ns
  • Worst-margin pin slew: 1.00 ns
  • Fin. Hold Viols: 0

Die
  • Die X: 264 um
  • DIE AREA: 69800 um2
  • Number of core rows: 95
  • Die Ht: 264 um
  • Area of the core: 67600 um2
  • IO Pins: 64
  • Fp util: 0.407

Worst setup path
  • Max stage delay on crit path: 0.50 ns
  • CP Max Fanout: 7
  • Most frequent CP cell: buf_4
  • Crit path capture type: output pin
  • Crit path DRT: 32.72 ns
  • Setup CP Type: input port to output pin
  • Crit start category: input port
  • CP endpoint: product[28]
  • Worst Path Arrival: 31.71 ns
  • Critical path origin: multiplicand[0]
  • Critical path's slowest cell: clkdlybuf4s50_1

Routing
  • N_diodes: 0
  • Antenna Nets Post-Route: 0
  • DR vias: 36200
  • DR iter-0 viols: 2981
  • Avg WL per Cell: 21.3 um
  • Drc violations: 0
  • Number of vias per cell: 5.98
  • DRT Pass-1 Iters: 6
  • Final wirelength: 129000 um

Flow run
  • Total of max-cap violations: 0
  • Log Warnings: 242

Global route
  • Total track usage: 0.359
  • Pin count of the biggest net entering global routing: 51
  • Initial antenna violation count: 1
  • First-pass GRT wire length: 192000 um
  • GRT overflow: 0
  • Number of global-route vias before repair: 32800

Placement
  • Gpl congestion: 1.02
  • DP HPWL: 100000 um
  • Port Buffers: 64

Clocking
  • Hold_buf cts: 0
## critical path: cells and delay by family
kind | cells | cell delay, ns
muxes | 2 | 0.43
xor gates and xnor gates | 9 | 1.43
and+or+nand+nor | 38 | 7.10
AOI/OAI and AO/OA | 46 | 8.15
buffers and inverters | 20 | 2.52
adders and majority gates | 16 | 3.85
## layout by cell type (no fill, tap or decap), drive strengths merged, types with 88 or more instances in the layout
master,count
buf,1095
nor2,441
a21oi,440
ha,436
nand2,362
o21ai,334
inv,302
xnor2,130
nor3,115
o21bai,88
## worst min path at each step
stage / startpoint / to / slack [ns] / cells after the start
final: multiplicand[0] / product[0] / 17.16 / 5
after global routing: multiplicand[0] / product[0] / 17.20 / 5
after CTS: multiplicand[0] / product[0] / 17.22 / 5
## per-stage QoR
stage               area, um2  utilization  setup WS (ns)  instances
global placement        36000        0.532          -1.32       5977
floorplan               27500            -          0.110       4225
finish                  39100        0.578           1.01       6048
detailed placement      36000        0.532          -1.34       5977
global route            39100        0.578         -0.273       6048
CTS                     36400        0.538         0.0138       5985
## repair_timing
action                     in CTS  in global routing
buffers inserted                8                 63
setup endpoints to repair      10                 13
pin swaps                      18                179
hold endpoints to repair        0                  0
gates resized                  88                488
## layout make-up
cell class	instances	area, um2
Inverter	310	1170
Tap cell	873	1090
Timing Repair Buffer	1143	8680
Fill cell	6205	28500
Multi-Input combinational cell	3722	28200
## logic make-up (layout without fill, tap and decap cells)
kind of cell / count (synthesis) / count (layout) / synth area share
AND-OR/OR-AND: 1675 / 1675 / 0.403
XOR/XNOR: 177 / 177 / 0.0592
adder cells (fa/ha/maj): 467 / 467 / 0.221
buffers and inverters: 503 / 1453 / 0.0700
multiplexers: 30 / 30 / 0.0116
AND/OR/NAND/NOR: 1373 / 1373 / 0.236
## routing by layer
| metal | wire length, um | GRT usage | part of all wire |
|---|---|---|---|
| met5 | 16 | 0 | 0.00012 |
| met3 | 9880 | 0.0478 | 0.077 |
| met2 | 56500 | 0.569 | 0.44 |
| met1 | 56800 | 0.496 | 0.44 |
| met4 | 5850 | 0.134 | 0.045 |
